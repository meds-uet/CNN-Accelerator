`/design/flow/design.v`:
```
parameter int DATA_WIDTH      = 8;
parameter int IFMAP_SIZE      = 512;
parameter int KERNEL_SIZE     = 3;
parameter int STRIDE          = 1;
parameter int PADDING         = 1;
parameter int NUM_CLASSES     = 10;
parameter int FC_BIAS_WIDTH   = 32;
parameter int FC_MAC_WIDTH    = 32;
parameter int CONV_OFMAP_SIZE       = (IFMAP_SIZE - KERNEL_SIZE + 2 * PADDING) / STRIDE + 1;
parameter int CONV_COUNTER_SIZE     = $clog2(CONV_OFMAP_SIZE);
typedef enum logic [1:0] {
    CONV_IDLE,
    CONV_PROCESS,
    CONV_DONE
} conv_state_t;
parameter int MAC_PRODUCT_COUNT     = KERNEL_SIZE * KERNEL_SIZE;
parameter int MAC_PRODUCT_WIDTH     = DATA_WIDTH << 1;
parameter int MAC_RESULT_WIDTH      = MAC_PRODUCT_WIDTH + $clog2(MAC_PRODUCT_COUNT);
parameter int POOL_OFMAP_SIZE       = CONV_OFMAP_SIZE >> 1;
parameter int POOL_PIXEL_COUNT      = POOL_OFMAP_SIZE * POOL_OFMAP_SIZE;
parameter int POOL_COUNTER_SIZE     = $clog2(POOL_OFMAP_SIZE);            
typedef enum logic [1:0] {
    POOL_IDLE,
    POOL_PROCESS,
    POOL_DONE
} pool_state_t;
typedef enum logic [1:0] {
    FC_IDLE,
    FC_PROCESS,
    FC_DONE
} fc_state_t;
parameter int FC_COUNTER_SIZE       = $clog2(POOL_PIXEL_COUNT);
parameter int FC_CLASS_COUNTER_SIZE = $clog2(NUM_CLASSES);
module comparator(
        input logic [DATA_WIDTH-1:0] input1, input2, input3, input4,
        output logic [DATA_WIDTH-1:0] max_val
    );
    logic [DATA_WIDTH-1:0] max_top, max_bottom;
    always_comb begin
        if (input1 > input2) begin
            max_top = input1;
        end else begin
            max_top = input2;
        end
        if (input3 > input4) begin
            max_bottom = input3;
        end else begin
            max_bottom = input4;
        end
        if (max_top > max_bottom) begin
            max_val = max_top;
        end else begin
            max_val = max_bottom;
        end
    end
endmodule
```
`/design/flow/run.sh`:
```
#!/bin/bash
# OpenROAD 26Q1-2900-gdf79404cd8, Yosys 0.63+post, stock flow scripts
make -C /OpenROAD-flow-scripts/flow DESIGN_CONFIG=/design/flow/config.mk WORK_HOME=/design/flow/orfs finish
```
`/design/flow/config.mk`:
```
export PLATFORM = sky130hd
export DESIGN_NAME = comparator
export DESIGN_NICKNAME = comparator
export VERILOG_FILES = /design/flow/design.v
export SDC_FILE = /design/flow/constraint.sdc
export NUM_CORES = 4
export LEC_CHECK = 1
export CORE_AREA = 10 10 97 97
export DIE_AREA = 0 0 107 107
```
`/design/flow/constraint.sdc`:
```
current_design comparator

set clk_period 8.0
set clk_io_pct 0.2

create_clock -name clk0 -period $clk_period

set non_clock_inputs [all_inputs -no_clocks]
set_input_delay [expr $clk_period * $clk_io_pct] -clock clk0 $non_clock_inputs
set_output_delay [expr $clk_period * $clk_io_pct] -clock clk0 [all_outputs]
```
==> report_table.html <==
<p>Metrics extracted from the flow reports.</p>
<table>
<tr><th>Metric</th><th>Value</th></tr>
<tr><th colspan="2">Job</th></tr>
<tr><td>Tally of OpenROAD warnings</td><td>32</td></tr>
<tr><td>Max cap viols</td><td>0</td></tr>
<tr><th colspan="2">Die</th></tr>
<tr><td>Rows</td><td>31</td></tr>
<tr><td>Die height</td><td>107 µm</td></tr>
<tr><td>I/O pin count</td><td>40</td></tr>
<tr><td>Share of the core filled by cells before placement</td><td>12.1%</td></tr>
<tr><td>DIE AREA</td><td>11,400 µm²</td></tr>
<tr><td>Placeable Area</td><td>7290 µm²</td></tr>
<tr><td>Die W</td><td>107 µm</td></tr>
<tr><th colspan="2">Route</th></tr>
<tr><td>Routed vias</td><td>842</td></tr>
<tr><td>Total inserted antenna cells</td><td>0</td></tr>
<tr><td>Final routed wire length divided by cell count</td><td>11.0 µm</td></tr>
<tr><td>Number of design rule violations left after detail routing</td><td>0</td></tr>
<tr><td>Antenna-violating nets left</td><td>0</td></tr>
<tr><td>Final routed wirelength across all metal layers</td><td>2.74 mm</td></tr>
<tr><td>First DRT Iteration DRCs</td><td>17</td></tr>
<tr><td>Via density</td><td>3.38</td></tr>
<tr><td>Number of detailed-route iterations in the first pass</td><td>4</td></tr>
<tr><th colspan="2">Layout</th></tr>
<tr><td>Flop Count</td><td>0</td></tr>
<tr><td>Final core utilization</td><td>19.3%</td></tr>
<tr><td>Total area of sequential cells</td><td>0 µm²</td></tr>
<tr><td>Fillcell total</td><td>836</td></tr>
<tr><td>P&amp;R area growth vs syn</td><td>59.2%</td></tr>
<tr><td>Final standard cell area without fillers</td><td>1410 µm²</td></tr>
<tr><td>Clock buf count</td><td>0</td></tr>
<tr><td>Fraction of layout cells with a size suffix above 1</td><td>4.00%</td></tr>
<tr><td>Final std cells w/o fill</td><td>249</td></tr>
<tr><th colspan="2">Global routing</th></tr>
<tr><td>Total gr overflow</td><td>0</td></tr>
<tr><td>Wire length of the first global-routing pass</td><td>4.69 mm</td></tr>
<tr><td>Global-route total usage across every layer</td><td>4.98%</td></tr>
<tr><td>Number of global-route vias before repair</td><td>983</td></tr>
<tr><td>Initial antenna violation count</td><td>0</td></tr>
<tr><td>Largest net degree at the start of global routing</td><td>9</td></tr>
<tr><th colspan="2">Power and ir drop</th></tr>
<tr><td>Power density of the placed cells</td><td>81.6 nW/µm²</td></tr>
<tr><td>Leakage power of the design</td><td>0.705 nW</td></tr>
<tr><td>Maximum vdd drop</td><td>0.0238 mV</td></tr>
<tr><td>Share of total power in the clock network</td><td>0%</td></tr>
<tr><td>Switching pwr</td><td>0.0494 mW</td></tr>
<tr><td>Design Power</td><td>0.115 mW</td></tr>
<tr><td>Internal power component</td><td>0.0656 mW</td></tr>
<tr><td>Relative contribution of combinational cells to total power</td><td>100.0%</td></tr>
<tr><td>Net switching fraction of the power</td><td>43.0%</td></tr>
<tr><td>Power share of the sequential group</td><td>0%</td></tr>
<tr><th colspan="2">Logic synthesis</th></tr>
<tr><td>Top cell type's share of synthesized area</td><td>33.9%</td></tr>
<tr><td>Instance count of the mapped netlist</td><td>110</td></tr>
<tr><td>Number of distinct library cell variants in the gate-level netlist after synthesis</td><td>18</td></tr>
<tr><td>Part of the Yosys area used for sequential elements</td><td>0%</td></tr>
<tr><td>Cell accounting for the most synthesized area</td><td>ha_1</td></tr>
<tr><td>Area reported by Yosys stat</td><td>886 µm²</td></tr>
<tr><td>Combined area of all synthesized cells</td><td>886 µm²</td></tr>
<tr><td>Number of standard cells reported by yosys</td><td>110</td></tr>
<tr><td>Count of warnings emitted by yosys</td><td>1</td></tr>
<tr><td>Mean cell area of the mapped netlist</td><td>8.05 µm²</td></tr>
<tr><td>Ranking of synthesized cells by area</td><td>ha_1 34%, mux2i_1 27%, inv_1 11%</td></tr>
<tr><th colspan="2">Final timing</th></tr>
<tr><td>Slew of the pin with the lowest slew margin</td><td>0.564 ns</td></tr>
<tr><td>Final worst path period share</td><td>88.8%</td></tr>
<tr><td>Post-route setup slack</td><td>0.893 ns</td></tr>
<tr><td>Maximum clock frequency</td><td>0.141 GHz</td></tr>
<tr><td>Final total negative setup slack</td><td>0 ns</td></tr>
<tr><td>RSZ-0062 raised after global routing</td><td>false</td></tr>
<tr><td>Fin. Hold Viols</td><td>0</td></tr>
<tr><td>Time the worst path needs with I/O delays and setup</td><td>7.11 ns</td></tr>
<tr><td>Endpoints failing setup</td><td>0</td></tr>
<tr><td>Hold_ws</td><td>4.32 ns</td></tr>
<tr><td>Slew HR</td><td>62.4%</td></tr>
<tr><td>Final number of max-transition violations</td><td>0</td></tr>
<tr><th colspan="2">Placement</th></tr>
<tr><td>Instance area after placement</td><td>1410 µm²</td></tr>
<tr><td>Final GP Congestion</td><td>0.765</td></tr>
<tr><td>Number of cells after detailed placement</td><td>249</td></tr>
<tr><td>Worst setup slack after placement</td><td>0.860 ns</td></tr>
<tr><td>IO Port Bufs</td><td>40</td></tr>
<tr><td>Placed wire-length estimate after detailed placement</td><td>2.57 mm</td></tr>
<tr><th colspan="2">Worst setup path</th></tr>
<tr><td>Type of the worst setup path</td><td>input pin to output port</td></tr>
<tr><td>Kind of launch point of the worst setup path</td><td>input pin</td></tr>
<tr><td>Worst Setup End Kind</td><td>output port</td></tr>
<tr><td>Data required time of the worst path</td><td>6.40 ns</td></tr>
<tr><td>Crit path DAT</td><td>5.51 ns</td></tr>
<tr><td>Critical path fanouts, max</td><td>8</td></tr>
<tr><th colspan="2">Hold path</th></tr>
<tr><td>Worst min-delay path class</td><td>input pin to output port</td></tr>
<tr><th colspan="2">Status</th></tr>
<tr><td>Outcome</td><td>finished, final reports clean</td></tr>
<tr><th colspan="2">Clock network</th></tr>
<tr><td>Number of post-CTS setup repair buffers</td><td>0</td></tr>
<tr><td>Post-CTS Hold Buffers</td><td>0</td></tr>
<tr><td>Number of resized instances in the post-cts repair step</td><td>0</td></tr>
</table>
==> final cells by class <==
cell class	instances	area, µm²	area share, %
Inverter	26	97.6	6.92
Timing Repair Buffer	40	400	28.4
Tap cell	99	124	8.78
Multi-Input combinational cell	84	788	55.9
==> logic make-up (layout without fill, tap and decap cells) <==
| group | Yosys count | in the layout | share of synthesized area (%) |
|---|---|---|---|
| buffers and inverters | 26 | 66 | 11.0 |
| multiplexers | 24 | 24 | 27.1 |
| AND/OR/NAND/NOR | 13 | 13 | 8.33 |
| AND-OR/OR-AND | 23 | 23 | 19.6 |
| adder cells (fa/ha/maj) | 24 | 24 | 33.9 |
==> critical path, cell delays in order <==
cell             delay [ns]
clkdlybuf4s50_1        0.48
inv_1                  0.05
ha_1                   0.32
nand4_2                0.15
o31a_1                 0.29
a31oi_4                0.37
mux2i_1                0.37
ha_1                   0.31
a211oi_1               0.20
o21bai_1               0.12
o22ai_2                0.45
mux2i_1                0.29
clkdlybuf4s50_1        0.51
==> path summary, 6_finish.rpt <==
check / from / end / slack (ns) / cells after the start
min: input2[1] / max_val[1] / 4.32 / 4
max: input4[3] / max_val[2] / 0.89 / 13
==> routing by layer <==
metal  global-route usage, %  wire length [µm]  up-vias
met5                       0                 0        -
met4                   0.387                25        0
met3                    1.94               268        2
met2                    7.86              1080       26
met1                    6.54              1360      340
li1                        -                 -      474
==> cell usage in the layout, fill, tap and decap left out <==
cell,count
clkdlybuf4s50_1,40
inv_1,26
mux2i_1,24
ha_1,24
a21oi_1,10
nand2_1,6
o21ai_1,3
nor2_1,2
nand4_2,2
o31a_1,2
a31oi_4,2
nand4_1,2
o21ai_2,1
a211oi_1,1
o21ai_0,1
o21bai_1,1
nor2b_1,1
o211ai_1,1
o22ai_2,1
==> power groups by stage <==
stage / clock [mW] / sequential, mW / combinational, mW
4_1_cts: 0 / 0 / 0.118
5_1_grt: 0 / 0 / 0.131
6_report: 0 / 0 / 0.115
==> synthesized netlist by cell type, drive strengths merged <==
master,count
o211ai,1
o21ai,5
a211oi,1
nand4,4
nor2b,1
o22ai,1
nand2,6
ha,24
o31a,2
inv,26
a31oi,2
nor2,2
a21oi,10
o21bai,1
mux2i,24
Power and IR drop assume default switching activity.
